File: flow/config.mk
export PLATFORM = sky130hd
export DESIGN_NAME = dividend
export DESIGN_NICKNAME = dividend
export VERILOG_FILES = /design/flow/design.v
export SDC_FILE = /design/flow/constraint.sdc
export NUM_CORES = 4
export LEC_CHECK = 1
export CORE_AREA = 10 10 72 72
export DIE_AREA = 0 0 82 82
File: flow/constraint.sdc
current_design dividend

set clk_period 1.7
set clk_io_pct 0.2

create_clock -name clk0 -period $clk_period [get_ports {CLK}]

set non_clock_inputs [all_inputs -no_clocks]
set_input_delay [expr $clk_period * $clk_io_pct] -clock clk0 $non_clock_inputs
set_output_delay [expr $clk_period * $clk_io_pct] -clock clk0 [all_outputs]
File: flow/design.v
module dividend(CLK, SH, LD, PIN, POUT, SIN, REM, C);
    input CLK, SH, LD, C;
    input [4:0] SIN;
    input [8:0] PIN;
    output reg [4:0] REM = 5'b00000;
    output[4:0] POUT;
    reg[8:0] Q = 9'b000000000;
    always@(negedge CLK)begin
        if (SH == 1) begin
            Q[8] <= Q[7];
            Q[7] <= Q[6];
            Q[6] <= Q[5];
            Q[5] <= Q[4];
            Q[4] <= Q[3];
            Q[3] <= Q[2];
            Q[2] <= Q[1];
            Q[1] <= Q[0];
            Q[0] <= 1'd0;
        end else if (LD == 1) begin
            Q <= PIN;
        end else if (C == 1) begin
            Q[8:4] <= SIN;
            REM <= POUT;
        end
    end
    assign POUT = Q[8:4];
endmodule
File: flow/run.sh
#!/bin/bash
# OpenROAD 26Q1-2900-gdf79404cd8, Yosys 0.63+post, stock flow scripts
make -C /OpenROAD-flow-scripts/flow DESIGN_CONFIG=/design/flow/config.mk WORK_HOME=/design/flow/orfs finish
==> notes.md <==
• finished with violations — result of the run
• setup timing — violations in the final reports
• sky130_fd_sc_hd__edfxtp_1 — cell type of the slowest stage on the worst timing path
• register to primary output — worst setup path category
• 42 — number of warnings in the stage logs
• 14 — number of synthesized register bits
• multiplexers — biggest combinational cell group after synthesis
• 0.04 ns — clock slew at the register clock pins of the worst setup and hold paths
• 144 — number of non-filler instances in the completed layout
• 1170 µm — Final HPWL DP
• 4 — number of cells on the worst reg-to-reg path
• 126 — placed cell count
• 0 — endpoints failing hold
• 641 µm² — mapped cell area
• 28 — # IOs
• 2330 µm — first-pass GRT wire length
• register to register — classification of the worst-slack hold path
• 0.756 — routability congestion estimate from global placement
• 13.6 µm² — average size of a mapped cell
• 493 — via count
• 2 — number of buffers on the longest clock path
• 0 — max_cap viols
• 0.890 — Max-slew headroom
• 0 — total grt overflow
• 0.0391 — AND-OR/OR-AND share of the synthesized area
• 1.66 ns — Arr. time, crit path
• 0.518 nW — leakage power total
• 387 — number of fill cells
• Q[4] — origin of the worst setup path
• 22 — number of placement rows
• 0 — final max-slew violation count
• 0.00672 mm² — DIE AREA
• 47 — Post-Synthesis Cells
• 0.00369 mm² — core box area
• 14 — sink count of the clock tree
• 0.0605 — basic-gate share of the synthesized area counting and, or, nand and nor cells
• flip-flops — family with the most delay on the worst path
• 3.42 — vias per cell
• yes — CTS tree
• true — setup repair after global routing missed its margin
• register — type of element launching the critical path
• 3 — TritonCTS Buffers
• 82 µm — Chip Width
• 3 — detailed-routing iteration count for the pre-antenna-repair pass
• 1 — number of buffer and inverter instances along the worst setup path
• 1 — stages on the worst setup path
• 13 — number of unique standard cell types used by synthesis
• 0.396 — share of final-layout standard cells stronger than drive strength 1
• 901 mW/mm² — power density relative to cell area
• buf_2 — critical-path cell list
• 1 — Yosys warning count
• 0 — hold-fix buffers at CTS
• 47 — yosys cell count
• 9 — largest net degree at the start of global routing
• 0.442 ns — worst-case hold slack
• 15 — final setup violating endpoints
• 0 — Inserted Diodes
• 0.463 mV — maximum vdd ir drop
• Q[8] — r2r endpoint
• 0.146 — mux share
• 0 — number of nets with antenna violations after routing
• 0 — drt drc
• 641 µm² — area of the synthesized netlist per yosys stat
• 0 — Adder Area Share
• 2 — Max Fanout on Critical Path
• 66.0% — area growth from synthesis to final layout
• 410 µm² — Seq. cell area
• 1.36 ns — data required time at the worst endpoint
• sky130_fd_sc_hd__clkbuf_8 — CTS root buf
• 0.37 ns — slowest cell delay on critical path
• Q[7] — Reg2Reg Launch Point
• 0.161 ns — worst slew pin tran
• 0.174 — floorplan core density
• primary output — kind of end point of the critical path
• 0 — post-synthesis xor/xnor area fraction
• -0.304 ns — final worst-path setup slack
• 27 — port buffer count
• 82 µm — y dimension of the die
• 0.000958 W — overall power of the completed layout
• 0 — initial antenna violation count
• 0.00587 ns — final setup skew
• POUT[0] — endpoint of the most critical setup path
• 1 — CTS H-tree depth
• 0.641 — post-synthesis sequential area ratio
• 0.0455 — total global routing track utilization
• 0.31 ns — source-to-sink clock delay at the later pin of the worst-skew pair
• 40 — initial drt markers
• 557 — number of global-route vias before repair
• 10.1 µm — Routed wire per std cell
• 188 µm² — Logic area
• 0.71 ns — Worst R2R Setup Slack
• 1450 µm — total detailed-routing wirelength
==> final cells by class <==
type,instances,share of cell area
Sequential cell,14,0.386
Clock buffer,3,0.0388
Timing Repair Buffer,40,0.285
Inverter,1,0.00353
Multi-Input combinational cell,23,0.176
Tap cell,48,0.0565
Clock inverter,15,0.0541
==> how the worst min path moves through the flow <==
stage / startpoint / end / slack, ns / cells after the start
after CTS: Q[8] / REM[4] / 0.45 / 0
after global routing: Q[8] / REM[4] / 0.45 / 0
final: Q[8] / REM[4] / 0.44 / 0
==> Yosys cell counts (all sizes together) <==
library cell / instances / area share
o21ai: 5 / 0.039
edfxtp: 13 / 0.61
buf: 8 / 0.10
nor2: 2 / 0.012
mux2i: 6 / 0.094
mux2: 3 / 0.053
dfxtp: 1 / 0.031
nand2: 5 / 0.029
or2: 1 / 0.0098
inv: 2 / 0.012
or3: 1 / 0.0098
==> power breakdown <==
group / total [W] / internal (W) / switching [W]
clock: 0.000398 / 0.000205 / 0.000193
sequential: 0.000426 / 0.000416 / 0.0000101
combinational: 0.000134 / 0.0000896 / 0.0000449
total: 0.000958 / 0.000710 / 0.000248
==> logic make-up after synthesis <==
logic type             after synthesis
AND/OR/NAND/NOR                      9
flip-flops                          14
AND-OR/OR-AND                        5
buffers and inverters               10
multiplexers                         9
==> registers in the layout, summed over array words and instances (netlist names) <==
register and cells:
Q 9, REM 5
==> metal layers <==
layer,GRT usage,up-vias,routed length (µm)
li1,-,258,-
met1,0.0448,210,536
met2,0.0666,23,680
met3,0.0396,2,226
met4,0.0204,0,7
met5,0,-,0
==> metrics by stage <==
stage                     cell area (µm²)  utilization  setup TNS, ns  setup slack (ns)
after floorplan                       654            -          -4.51            -0.322
after global routing                 1060        0.288          -3.45            -0.351
after detailed placement             1010        0.273         -19.67            -0.812
after global placement               1010        0.273         -19.68            -0.802
after CTS                            1050        0.285          -2.96            -0.320
final                                1060        0.288          -2.85            -0.304
==> placed cells by master, fill, tap and decap left out, types with 3 or more instances in the layout <==
cell type                        n
sky130_fd_sc_hd__mux2i_1         5
sky130_fd_sc_hd__buf_4          13
sky130_fd_sc_hd__dlygate4sd2_1  13
sky130_fd_sc_hd__mux2_4          3
sky130_fd_sc_hd__nand2_1         5
sky130_fd_sc_hd__o21ai_1         5
sky130_fd_sc_hd__buf_2          11
sky130_fd_sc_hd__inv_1          14
sky130_fd_sc_hd__clkbuf_8        3
sky130_fd_sc_hd__edfxtp_1       13
==> repair_timing <==
item | CTS | global route
endpoints found under the hold margin | 0 | 0
buffers inserted | 1 | 0
pin swaps | 8 | 2
resized | 67 | 4
cloned | 0 | 0
setup endpoints to repair | 32 | 18
No activity file was given, so power comes from the tool's default toggle rates.

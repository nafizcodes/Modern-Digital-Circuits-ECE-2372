### ./config.mk
export PLATFORM = sky130hd
export DESIGN_NAME = controller
export DESIGN_NICKNAME = controller
export VERILOG_FILES = /design/flow/design.v
export SDC_FILE = /design/flow/constraint.sdc
export NUM_CORES = 4
export LEC_CHECK = 1
export CORE_AREA = 10 10 94 94
export DIE_AREA = 0 0 104 104
### ./constraint.sdc
current_design controller

set clk_period 1.8
set clk_io_pct 0.2

create_clock -name clk0 -period $clk_period [get_ports {CLK}]

set non_clock_inputs [all_inputs -no_clocks]
set_input_delay [expr $clk_period * $clk_io_pct] -clock clk0 $non_clock_inputs
set_output_delay [expr $clk_period * $clk_io_pct] -clock clk0 [all_outputs]
### ./design.v
module controller (CLK, ST, SH, LD, D, C, REM, QUOT, REM_IN);
    input CLK, ST, C;
    input [4:0] REM_IN;
    reg [2:0] COUNT = 3'd0;
    output reg SH = 1'd0, LD = 1'd0, D = 1'd0;
    output reg [4:0] REM = 5'b00000;
    output reg [3:0] QUOT = 4'd0;
    reg [2:0] STATE = 3'd0;
    parameter[2:0] REST = 3'd0;  
    parameter[2:0] LOAD = 3'd1;
    parameter[2:0] SHIFT = 3'd2; 
    parameter[2:0] DONE = 3'd3; 
    parameter[2:0] SUB = 3'd4; 
    always@(posedge CLK)begin
        casex({STATE, ST, C, COUNT})
            {REST, 1'd1, 1'dX, 3'dX} : {STATE, SH, LD, D} = {LOAD, 1'd0, 1'd1, 1'd0};
            {LOAD, 1'dX, 1'dX, 3'dX} : {STATE, SH, LD, D} = {SHIFT, 1'd0, 1'd0, 1'd0};
            {SHIFT, 1'dX, 1'd1, 3'dX} : {STATE, SH, LD, D} = {SUB, 1'd0, 1'd0, 1'd0}; 
            {SUB, 1'dX, 1'd1, 3'd0} : begin {STATE, SH, LD, D} = {SHIFT, 1'd0, 1'd0, 1'd0}; QUOT[4] = 1'b1;end
            {SUB, 1'dX, 1'd1, 3'd1} : begin {STATE, SH, LD, D} = {SHIFT, 1'd0, 1'd0, 1'd0}; QUOT[3] = 1'b1;end
            {SUB, 1'dX, 1'd1, 3'd2} : begin {STATE, SH, LD, D} = {SHIFT, 1'd0, 1'd0, 1'd0}; QUOT[2] = 1'b1;end
            {SUB, 1'dX, 1'd1, 3'd3} : begin {STATE, SH, LD, D} = {SHIFT, 1'd0, 1'd0, 1'd0}; QUOT[1] = 1'b1;end
            {SUB, 1'dX, 1'd1, 3'd4} : begin {STATE, SH, LD, D} = {SHIFT, 1'd0, 1'd0, 1'd0}; QUOT[0] = 1'b1;end
            {SUB, 1'dX, 1'd0, 3'dX} : begin {STATE, SH, LD, D} = {SHIFT, 1'd1, 1'd0, 1'd0}; end
            {SHIFT, 1'dX, 1'd0, 3'd0} : begin {STATE, SH, LD, D} = {SUB, 1'd0, 1'd0, 1'd0}; COUNT = COUNT + 1'd1;end
            {SHIFT, 1'dX, 1'd0, 3'd1} : begin {STATE, SH, LD, D} = {SUB, 1'd0, 1'd0, 1'd0}; COUNT = COUNT + 1'd1;end
            {SHIFT, 1'dX, 1'd0, 3'd2} : begin {STATE, SH, LD, D} = {SUB, 1'd0, 1'd0, 1'd0}; COUNT = COUNT + 1'd1;end    
            {SHIFT, 1'dX, 1'd0, 3'd3} : begin {STATE, SH, LD, D} = {SUB, 1'd0, 1'd0, 1'd0}; COUNT = COUNT + 1'd1;end
            {SHIFT, 1'dX, 1'd0, 3'd4} : begin {STATE, SH, LD, D} = {SUB, 1'd0, 1'd0, 1'd0}; COUNT = COUNT + 1'd1;end
            {SHIFT, 1'dX, 1'd0, 3'd5} : begin {STATE, SH, LD, D} = {DONE, 1'd0, 1'd0, 1'd1}; end
            {DONE,  1'dX, 1'dX, 3'dX} : begin {STATE, SH, LD, D} = {REST, 1'd0, 1'd0, 1'd0}; REM <= 5'd0; QUOT <= 5'd0; COUNT <= 3'd0;end 
            default : {STATE, SH, LD, D} = {REST, 1'd0, 1'd0, 1'd0};
        endcase
        if (REM_IN > 0) begin REM <= REM_IN; end
    end
endmodule
### ./run.sh
#!/bin/bash
# OpenROAD 26Q1-2900-gdf79404cd8, Yosys 0.63+post, stock flow scripts
make -C /OpenROAD-flow-scripts/flow DESIGN_CONFIG=/design/flow/config.mk WORK_HOME=/design/flow/orfs finish
==> flow_metrics.env <==
# physical design summary
export IMPL_whs_endpoint="LD"
export IMPL_core_um2=6830
export IMPL_crit_arrival_ns=1.57
export IMPL_power_frac_clock_pct=24.1
export IMPL_synth_distinct_cells=28
export IMPL_p_per_area_nw_per_um2=1010
export IMPL_hold_path_depth=1
export IMPL_clock_sinks=18
export IMPL_period_minus_slack_ns=1.67
export IMPL_hp_start="STATE[2]"
export IMPL_final_antenna_net_count=0
export IMPL_numSynthFlops=18
export IMPL_clockBufferDepth=2
export IMPL_nFillCells=772
export IMPL_fp_util_pct=11.6
export IMPL_cts_buffers=3
export IMPL_setup_ws_ns=0.131
export IMPL_cts_setup_buffers=0
export IMPL_flop_cell="edfxtp_1"
export IMPL_cp_max_fo=4
export IMPL_r2r_slack_ns=0.13
export IMPL_end_kind="flop"
export IMPL_first_global_vias=558
export IMPL_hp_class="flop to flop"
export IMPL_netlist_area_um2=792
export IMPL_die_w_um=104
export IMPL_crit_start="COUNT[0]"
export IMPL_clkLatencyLatePin_ns=0.25
export IMPL_pwr_share_seq_pct=50.8
export IMPL_top_cells_by_count="edfxtp_1 (12), inv_1 (8), dfxtp_1 (6)"
export IMPL_hold_viol=0
export IMPL_area_leaders="edfxtp_1 (45%), dfxtp_1 (15%), ha_1 (6.3%)"
export IMPL_whs_ns=0.541
export IMPL_drive_above_1_share_pct=12.5
export IMPL_chipArea_um2=10800
export IMPL_die_height_um=104
export IMPL_first_pass_iters=3
export IMPL_worst_slew_pin_slew_ns=0.435
export IMPL_tritoncts="done"
export IMPL_grt_use_total_pct=2.78
export IMPL_post_route_period_util_pct=92.7
export IMPL_routedWlPerCell_um=8.48
export IMPL_switching_share_pct=26.8
export IMPL_synth_seq_share_pct=60.7
export IMPL_p_int_uw=852
export IMPL_timing_fmax_mhz=599
export IMPL_status="completed"
export IMPL_antenna_cells=0
export IMPL_clockRootBuffer="clkbuf_8"
export IMPL_worstSetupStartpointType="flop"
export IMPL_ys_chip_area_um2=792
export IMPL_cts_max_level=1
export IMPL_dp_hpwl_um=1240
export IMPL_synth_warnings=4
export IMPL_drt_vias_per_instance=2.96
export IMPL_relSlewSlack_pct=70.7
export IMPL_p_total_mw=1.16
export IMPL_ys_cells=67
export IMPL_fin_setup_tns_ns=0
export IMPL_finalClockSkew_ns=0.00450
export IMPL_place_gp_congestion=0.795
export IMPL_combPwrFrac_pct=25.2
export IMPL_max_cap_violations=0
export IMPL_layout_area_comb_um2=267
export IMPL_antenna_found_initial=0
export IMPL_synthArstFlopShare_pct=0
export IMPL_pre_cts_ws_ns=0.0450
export IMPL_port_buffer_count=19
export IMPL_ff2ff_path_depth=5
export IMPL_top_level_ports=20
export IMPL_overflow=0
export IMPL_peakVddDrop_v=0.000227
export IMPL_rr_endpoint="COUNT[0]"
export IMPL_wl_um=1560
export IMPL_setup_viol=0
export IMPL_tool_warnings=28
export IMPL_drc=0
export IMPL_seqCellArea_um2=480
export IMPL_rsz0062_at_grt="no"
export IMPL_drt_iter0_markers=20
export IMPL_rows=30
export IMPL_clk_pin_slew_worst_paths_ns=0.07
export IMPL_enable_flop_cells=12
export IMPL_leakage_nw=0.434
export IMPL_postSynthAreaPerCell_um2=11.8
export IMPL_grt_pass1_wl_um=2550
export IMPL_grt_max_degree=11
export IMPL_top_area_share_pct=45.5
export IMPL_cp_data_required_time_ns=1.70
export IMPL_vias=545
export IMPL_syn_inst=67
export IMPL_worstSetupPathType="flop to flop"
export IMPL_synth_area_leader_cell="edfxtp_1"
export IMPL_report_final_slew_viol_count=0
export IMPL_synthToLayoutAreaGrowth_pct=45.8
export IMPL_reg2reg_from="COUNT[0]"
export IMPL_p_sw_uw=312
export IMPL_most_common_cell="edfxtp_1"
state kept, by name, indices dropped and copies added, names as in the netlist:
name and flops:
LD 1, QUOT 4, SH 1, COUNT 3, REM 5, D 1
STATE 3
cell usage in the layout (no fill, tap or decap):
cell type         n
nor2_1            5
a21oi_2           1
nor4_1            1
a21o_1            3
edfxtp_1         12
a211oi_1          1
nor3b_1           1
o21ai_0           1
clkdlybuf4s50_1  19
nor2b_1           2
a21bo_2           1
o41ai_1           1
dfxtp_1           6
nand2b_1          1
inv_1             8
o31ai_1           1
nand3_1           1
nor3_1            1
ha_1              4
and2_1            1
or4_4             1
nand2_1           2
buf_4             3
a21oi_1           1
nand2b_4          1
clkbuf_1          1
nor2_2            1
clkbuf_8          3
or3_1             1
nand4bb_1         1
xnor2_1           1
o221ai_1          1
how the worst max path moves through the flow:
stage	end	slack, ns	cells after the start
CTS	COUNT[0]	0.1	4
global route	COUNT[0]	0.03	5
finish	COUNT[0]	0.13	5
stage by stage:
stage | area, µm² | utilization (%) | std cells
floorplan | 792 | - | 67
global placement | 1110 | 16.2 | 180
detailed placement | 1110 | 16.2 | 180
CTS | 1150 | 16.8 | 184
global route | 1150 | 16.9 | 184
finish | 1150 | 16.9 | 184
critical path: stages (launching register included):
cell and delay [ns]:
edfxtp_1 0.43, inv_1 0.11, ha_1 0.17, or3_1 0.15, a21oi_2 0.08, o31ai_1 0.38
power by group through the flow:
| stage | clock network (mW) | registers (mW) | logic (mW) |
|---|---|---|---|
| CTS | 0.290 | 0.592 | 0.291 |
| global route | 0.306 | 0.605 | 0.326 |
| finish | 0.280 | 0.591 | 0.293 |
what timing repair did:
action | 4_1_cts | 5_1_grt
setup endpoints to repair | 0 | 3
hold buffers | 0 | 0
gates resized | 0 | 1
kinds of logic after synthesis:
kind of cell / Yosys count / synth area share (%)
AOI/OAI and AO/OA: 11 / 10.1
xor gates and xnor gates: 1 / 1.11
adders and majority gates: 4 / 6.32
buffers and inverters: 13 / 6.16
DFF: 18 / 60.7
and+or+nand+nor: 20 / 15.6
routing by layer:
layer	track usage (%)	part of all wire [%]	vias up	wire (µm)
met4	0.795	2.0	0	31
li1	-	-	273	-
met1	3.40	47	252	733
met2	4.23	43	18	669
met5	0	0	-	0
met3	1.38	8.1	2	126
cell type report:
type                    instances  area share [%]
inverters                       8            2.60
multi-input cells              36            23.1
repair buffers                 22            18.4
clock buffers                   4            3.90
well taps                      96            10.4
flip-flops and latches         18            41.6
Power and IR drop assume default switching activity.
